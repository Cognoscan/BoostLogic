==> /design/flow/design.v <==
module Fifo #(
    parameter WIDTH      = 8,  
    parameter LOG2_DEPTH = 4   
)
(
    input clk,                        
    input rst,                        
    input write,                      
    input read,                       
    input [WIDTH-1:0] dataIn,         
    output wire [WIDTH-1:0] dataOut,  
    output reg dataPresent,           
    output wire halfFull,             
    output wire full                  
);
reg [WIDTH-1:0] memory[2**LOG2_DEPTH-1:0];
reg [LOG2_DEPTH-1:0] pointer;
wire zero;
integer i;
initial begin
    pointer     = 'd0;
    dataPresent = 1'b0;
    for (i=0; i<(2**LOG2_DEPTH); i=i+1) begin
        memory[i] = 'd0;
    end
end
always @(posedge clk) begin
    if (write) begin
        memory[0] <= dataIn;
        for (i=1; i<(2**LOG2_DEPTH); i=i+1) begin
            memory[i] <= memory[i-1];
        end
    end
end
assign dataOut = memory[pointer];
always @(posedge clk) begin
    if (rst) begin
        pointer <= 'd0;
        dataPresent <= 1'b0;
    end
    else begin
        dataPresent <= write 
                     | (dataPresent & ~zero)
                     | (dataPresent &  zero & ~read);
        case ({read, write})
            2'b00 : pointer <= pointer;
            2'b01 : pointer <= (!full && dataPresent) ? pointer + 2'd1 : pointer;
            2'b10 : pointer <= (!zero)  ? pointer - 2'd1 : pointer;
            2'b11 : pointer <= pointer;
        endcase
    end
end
assign zero = ~|pointer;
assign halfFull = pointer[LOG2_DEPTH-1];  
assign full = &pointer;
endmodule
module XcvrSpiSlave #(
    parameter LOG2_DEPTH = 4
)
(
    input  clk,            
    input  rst,            
    input  [7:0] dataIn,   
    input  write,          
    input  read,           
    input  cpol,           
    input  cpha,           
    input  nCs,            
    input  sck,            
    input  miso,           
    output mosi,           
    output txDataPresent,  
    output txHalfFull,     
    output txFull,         
    output rxDataPresent,  
    output rxHalfFull,     
    output rxFull,         
    output [7:0] dataOut   
);
wire [7:0] txData;
wire [7:0] rxData;
reg [7:0] dataInReg;
reg [7:0] dataOutReg;
reg [7:0] shiftReg;
reg [2:0] spiCount;
reg busy;
reg dataOutReady;
reg mosiCapture;
reg sckD1;
reg txRead;
reg rxWrite;
if (LOG2_DEPTH > 0) begin
    Fifo #(
        .WIDTH(8),               
        .LOG2_DEPTH(LOG2_DEPTH)  
    )
    txFifo (
        .clk(clk),                    
        .rst(rst),                    
        .write(write),                
        .read(txRead),                
        .dataIn(dataIn),              
        .dataOut(txData),             
        .dataPresent(txDataPresent),  
        .halfFull(txHalfFull),        
        .full(txFull)                 
    );
end
else begin
    assign txData        = dataInReg;
    assign txDataPresent = busy;
    assign txHalfFull    = busy;
    assign txFull        = busy;
    always @(posedge clk) begin
        if (write) begin
            dataInReg <= dataIn;
        end
        busy <= busy ? (~txRead & busy) : write;
    end
end
if (LOG2_DEPTH > 0) begin
    Fifo #(
        .WIDTH(8),               
        .LOG2_DEPTH(LOG2_DEPTH)  
    )
    rxFifo (
        .clk(clk),                    
        .rst(rst),                    
        .write(rxWrite),              
        .read(read),                  
        .dataIn(rxData),              
        .dataOut(dataOut),            
        .dataPresent(rxDataPresent),  
        .halfFull(rxHalfFull),        
        .full(rxFull)                 
    );
end
else begin
    assign dataOut       = dataOutReg;
    assign rxDataPresent = dataOutReady;
    assign rxHalfFull    = dataOutReady;
    assign rxFull        = dataOutReady;
    always @(posedge clk) begin
        if (rxWrite) begin
            dataOutReg <= rxData;
        end
        dataOutReady <= dataOutReady ? (dataOutReady & ~read) : rxWrite;
    end
end
initial begin
    dataOutReg   = 'b0;
    dataInReg    = 'b0;
    shiftReg     = 'd0;
    spiCount     = 'd7;
    busy         = 1'b0;
    dataOutReady = 1'b0;
    mosiCapture  = 1'b0;
    sckD1        = 1'b0;
    txRead       = 1'b0;
    rxWrite      = 1'b0;
end
assign miso = shiftReg[7];  
assign rxData = {shiftReg[6:0], mosiCapture};
always @(posedge clk) begin
    sckD1 <= sck;
    if (nCs) begin
        spiCount <= 'd7;
        shiftReg <= txData;
        txRead <= 1'b0;
        rxWrite <= 1'b0;
    end
    else if ((sck ^sckD1) && !(sck ^ cpol ^ cpha)) begin
        spiCount <= spiCount - 'd1;
        if (spiCount == 'd0) begin
            shiftReg <= txData;
            txRead <= 1'b1;
        end
        else begin
            shiftReg <= {shiftReg[6:0], mosiCapture};
            txRead <= 1'b0;
        end
    end
    else begin
        spiCount <= spiCount;
        shiftReg <= shiftReg;
        txRead   <= 1'b0;
    end
    if ((sck ^ sckD1) && (sck ^ cpol ^ cpha)) begin
        mosiCapture <= mosi;
        if (spiCount == 'd0) begin
            rxWrite <= 1'b1;
        end
        else begin
            rxWrite <= 1'b0;
        end
    end
    else begin
        mosiCapture <= mosiCapture;
        rxWrite <= 1'b0;
    end
end
endmodule
==> /design/flow/run.sh <==
#!/bin/bash
# OpenROAD 26Q1-2900-gdf79404cd8, Yosys 0.63+post, stock flow scripts
make -C /OpenROAD-flow-scripts/flow DESIGN_CONFIG=/design/flow/config.mk WORK_HOME=/design/flow/orfs finish
==> /design/flow/config.mk <==
export PLATFORM = sky130hd
export DESIGN_NAME = XcvrSpiSlave
export DESIGN_NICKNAME = XcvrSpiSlave
export VERILOG_FILES = /design/flow/design.v
export SDC_FILE = /design/flow/constraint.sdc
export NUM_CORES = 4
export LEC_CHECK = 1
export CORE_UTILIZATION = 40
==> /design/flow/constraint.sdc <==
current_design XcvrSpiSlave

set clk_period 8.1
set clk_io_pct 0.2

create_clock -name clk0 -period $clk_period [get_ports {clk}]

set non_clock_inputs [all_inputs -no_clocks]
set_input_delay [expr $clk_period * $clk_io_pct] -clock clk0 $non_clock_inputs
set_output_delay [expr $clk_period * $clk_io_pct] -clock clk0 [all_outputs]
==> impl_metrics.tcl <==
# implementation run metrics
set metrics [dict create \
    total_power_mw 2.810 \
    post_drt_via_cell_ratio 5.573 \
    slew_violations 0 \
    wl_per_cell_um 18.67 \
    hold_buffers 0 \
    hold_viol 0 \
    grt_usage_pct 16.34 \
    p_int_mw 2.201 \
    crit_buf_inv 3 \
    outcome "finished clean" \
    die-width_um 159.6 \
    crit_required_ns 6.48 \
    cts_inserted_buffers 25 \
    grt_max_degree 65 \
    drc 0 \
    path_delay_family "buffers and inverters" \
    cp-end-kind "output pin" \
    cts.sinks 247 \
    routed_wl_um 18730 \
    grt_first_pass_wirelength_um 30930 \
    rows 57 \
    clk_pin_slew_ns 0.06 \
    ys_warn_count 5 \
    clock.fmax_mhz 199.7 \
    crit_type "reg2out" \
    max-vdd-ir-drop_uv 144.0 \
    p_per_area_nw_per_um2 249.1 \
    p_clk_share_pct 39.7 \
    syn_inst 634 \
    cts_buffer_depth 3 \
    synth-async-reset-ratio_pct 0 \
    comb_area_sq_um 2392 \
    overflow 0 \
    tightest_slew_ns 0.7913 \
    p_sw_mw 0.6089 \
    initial_core_util_pct 40.87 \
    min_path_type "reg2reg" \
    rsz0062_at_grt "no" \
    power_frac_seq_pct 52.1 \
    fin_crit_ns 5.006 \
    flop_area_sq_um 7261 \
    slew_headroom_pct 47.25 \
    numSynthFlops 247 \
    chip_area_sq_um 25480 \
    io-pin-count 32 \
    warning_count 38 \
    ant_nets 0 \
    synthToLayoutAreaGrowth_pct 13.52 \
    p_leak_nw 3.663 \
    vias 5590 \
    layout.cells.non_filler 1003 \
    drt_iter0_drc 490 \
    port_buffers 27 \
    die_y_um 159.6 \
    yosys.cell_types.count 61 \
    grt_antenna_before_repair 0 \
    placedCellCount 959 \
    cp_max_fo 17 \
    grt_pass1_vias 5935 \
    netlist_area_sq_um 9940 \
    critPathLaunchType "register" \
    ys_chip_area_sq_um 9940 \
    setup_violations 0 \
    period_used_pct 61.81 \
    yosys_cells 634 \
    place.detailed.hpwl_um 11030 \
    cts_root_buf "clkbuf_16" \
    finalSetupTns_ns 0 \
    layout-drive-gt1-share_pct 10.31 \
    drtPass1Iterations 5 \
    edf_count 231 \
    core_area_sq_um 24320 \
    ff_type "edfxtp_1" \
    insertion_delay_ns 0.52 \
    slowest_stage "nor3_1" \
    p_sw_share_pct 21.67 \
    cts_max_level 1 \
    n_fill_cell 2049 \
    ys_seq_share_pct 73.01 \
    synth.avg_cell_area_sq_um 15.68 \
    pwr-share-comb_pct 8.2 \
    post_cts_resized 0 \
    insertedDiodeCount 0 \
    worst_clock_skew_ns 0.01570 \
    worst-endpoint-arrival_ns 3.39 \
    gp_congestion 0.8499 \
    path_cells "inv_1 -> ha_1 -> buf_4 -> or3_1 -> nor3_1 -> a31o_2 -> o32a_1 -> clkdlybuf4s50_1" \
    worst_path_largest_cell_delay_ns 0.48 \
    post_cts_buffers 0 \
    drv_cap 0 \
    cts_tree "built" \
]
state kept, by name, indices dropped and copies added, names as in the netlist:
name / cells
genblk1.txFifo.memory: 112
genblk2.rxFifo.dataPresent: 1
genblk1.txFifo.dataPresent: 1
genblk2.rxFifo.pointer: 4
genblk1.txFifo.pointer: 4
shiftReg: 7
txRead: 1
rxWrite: 1
genblk2.rxFifo.memory: 112
sckD1: 1
spiCount: 3
layout make-up:
class | instances | share of cell area (%)
clock buffers | 33 | 5.811
clock inverters | 11 | 1.175
inverters | 17 | 0.5655
multi-input cells | 330 | 21.20
flip-flops and latches | 247 | 64.35
well taps | 324 | 3.593
repair buffers | 41 | 3.305
metrics by stage:
| step | util, % | hold slack, ns | worst slack, ns | instance area, sq um |
|---|---|---|---|---|
| CTS | 46.40 | 0.4295 | 3.048 | 11280 |
| floorplan | - | 0.4003 | 3.813 | 9943 |
| detailed placement | 43.15 | 0.4299 | 3.600 | 10500 |
| global route | 46.40 | 0.4515 | 2.914 | 11280 |
| global placement | 43.15 | 0.4274 | 3.655 | 10500 |
| finish | 46.40 | 0.4353 | 3.094 | 11280 |
worst paths after layout:
check	cells after the start	start	endpoint	slack [ns]
setup reg to reg	7	genblk1.txFifo.pointer[0]$_SDFFE_PP0P_	shiftReg[3]$_DFFE_PP_	5.68
hold / removal	0	shiftReg[6]$_DFFE_PP_	genblk2.rxFifo.memory[0][7]$_DFFE_PP_	0.44
setup / recovery	8	genblk2.rxFifo.pointer[1]$_SDFFE_PP0P_	dataOut[4]	3.09
hold reg to reg	0	shiftReg[6]$_DFFE_PP_	genblk2.rxFifo.memory[0][7]$_DFFE_PP_	0.44
logic make-up after synthesis:
family                   count (synthesis)  share of synthesized area [%]
AND/OR/NAND/NOR                        113                          5.829
XOR/XNOR                                 4                         0.3525
adder cells (fa/ha/maj)                 16                          2.014
buffers and inverters                   58                          2.958
other                                    1                        0.03773
flip-flops                             247                          73.01
multiplexers                            31                          3.361
AND-OR/OR-AND                          164                          12.44
per-layer routing:
| metal | share of wire [%] | wire [um] | up-vias | track usage (%) |
|---|---|---|---|---|
| li1 | - | - | 2611 | - |
| met1 | 45 | 8425 | 2718 | 26.24 |
| met2 | 44 | 8260 | 223 | 23.12 |
| met3 | 8.6 | 1620 | 38 | 6.538 |
| met4 | 2.3 | 422 | 0 | 3.365 |
| met5 | 0 | 0 | - | 0 |
power groups by stage:
stage                 combinational [mW]  clock, mW  sequential, mW
after global routing               0.259       1.19            1.47
after CTS                          0.234       1.14            1.46
final                              0.232       1.12            1.46
cell usage after synthesis (3+ instances only):
library cell	count	area [sq um]
edfxtp_1	231	6937
nand2_1	28	105.1
a21oi_1	25	125.1
a22oi_1	24	180.2
nand3_1	22	110.1
mux2i_1	21	210.2
nor2_1	20	75.07
inv_1	17	63.81
dfxtp_1	16	320.3
ha_1	16	200.2
o21ai_0	16	80.08
clkbuf_1	15	56.30
a222oi_1	13	130.1
buf_2	13	65.06
a221oi_1	11	96.34
a31oi_1	11	68.82
a22o_1	10	87.58
mux2_2	9	101.4
nor2b_1	8	50.05
a311oi_1	7	61.31
buf_4	6	45.04
buf_6	5	56.30
nand3b_1	5	37.54
nor3_1	5	25.02
a2111oi_0	4	35.03
a211oi_1	4	30.03
o211ai_1	4	30.03
o22ai_1	4	25.02
o31ai_1	4	30.03
or4_1	4	30.03
a31o_2	3	26.28
a32oi_1	3	26.28
and3_1	3	18.77
nand2b_1	3	18.77
or3_1	3	18.77
xnor2_1	3	26.28
layout by cell type, fill, tap and decap left out, types with 13 or more instances in the layout:
cell type and n:
a21oi_1 25, a222oi_1 13, a22oi_1 24, buf_4 15
clkbuf_16 25, clkdlybuf4s50_1 26, dfxtp_1 15, edfxtp_1 231
ha_1 16, inv_1 17, mux2i_1 21, nand2_1 28
nand3_1 22, nor2_1 20, o21ai_0 16
Power figures rest on the tool's default switching activity, not on a simulated workload.
