**/design/flow/config.mk**
```make
export PLATFORM = sky130hd
export DESIGN_NAME = Rx8b10b
export DESIGN_NICKNAME = Rx8b10b
export VERILOG_FILES = /design/flow/design.v
export SDC_FILE = /design/flow/constraint.sdc
export NUM_CORES = 4
export LEC_CHECK = 1
export CORE_UTILIZATION = 40
```
**/design/flow/constraint.sdc**
```tcl
current_design Rx8b10b

set clk_period 8.8
set clk_io_pct 0.2

create_clock -name clk0 -period $clk_period [get_ports {clk}]

set non_clock_inputs [all_inputs -no_clocks]
set_input_delay [expr $clk_period * $clk_io_pct] -clock clk0 $non_clock_inputs
set_output_delay [expr $clk_period * $clk_io_pct] -clock clk0 [all_outputs]
```
**/design/flow/design.v**
```verilog
module Fifo #(
    parameter WIDTH      = 8,  
    parameter LOG2_DEPTH = 4   
)
(
    input clk,                        
    input rst,                        
    input write,                      
    input read,                       
    input [WIDTH-1:0] dataIn,         
    output wire [WIDTH-1:0] dataOut,  
    output reg dataPresent,           
    output wire halfFull,             
    output wire full                  
);
reg [WIDTH-1:0] memory[2**LOG2_DEPTH-1:0];
reg [LOG2_DEPTH-1:0] pointer;
wire zero;
integer i;
initial begin
    pointer     = 'd0;
    dataPresent = 1'b0;
    for (i=0; i<(2**LOG2_DEPTH); i=i+1) begin
        memory[i] = 'd0;
    end
end
always @(posedge clk) begin
    if (write) begin
        memory[0] <= dataIn;
        for (i=1; i<(2**LOG2_DEPTH); i=i+1) begin
            memory[i] <= memory[i-1];
        end
    end
end
assign dataOut = memory[pointer];
always @(posedge clk) begin
    if (rst) begin
        pointer <= 'd0;
        dataPresent <= 1'b0;
    end
    else begin
        dataPresent <= write 
                     | (dataPresent & ~zero)
                     | (dataPresent &  zero & ~read);
        case ({read, write})
            2'b00 : pointer <= pointer;
            2'b01 : pointer <= (!full && dataPresent) ? pointer + 2'd1 : pointer;
            2'b10 : pointer <= (!zero)  ? pointer - 2'd1 : pointer;
            2'b11 : pointer <= pointer;
        endcase
    end
end
assign zero = ~|pointer;
assign halfFull = pointer[LOG2_DEPTH-1];  
assign full = &pointer;
endmodule
module Rx8b10b #(
    parameter FILL_WORD_RD0 = 10'b0011111010,  
    parameter FILL_WORD_RD1 = 10'b1100000101,  
    parameter FILL_WORD_FLIP = 1'b1,           
    parameter CLK_RATE = 8,                    
    parameter LOG2_DEPTH = 4                   
)
(
    input clk,            
    input rst,            
    input rxEnable,       
    input rx,             
    input readStrobe,     
    output dataPresent,   
    output halfFull,      
    output full,          
    output errorDetect,   
    output [7:0] dataOut  
);
parameter integer CLK_COUNT_WIDTH = $clog2(CLK_RATE-1);
localparam CLK_COUNT_INIT = CLK_RATE-1;
localparam CLK_COUNT_CAPTURE = (CLK_RATE>>1);
localparam RX_DELAY_LEN = CLK_RATE*2;
wire rxClk;
reg [RX_DELAY_LEN-1:0] rxDelay;
reg [CLK_COUNT_WIDTH-1:0] rxClkCount;
reg [7:0] decodedData;
reg [1:10] shiftData;
reg [3:0] inCounter;
reg shiftDone;
reg locked;
reg writeStrobe;
reg rxD1;
reg error5b6b;
reg error3b4b;
if (LOG2_DEPTH > 0) begin
    Fifo #(
        .WIDTH(8),               
        .LOG2_DEPTH(LOG2_DEPTH)  
    )
    txFifo
    (
        .clk(clk),                  
        .rst(rst),                  
        .write(writeStrobe),        
        .read(readStrobe),          
        .dataIn(decodedData),       
        .dataOut(dataOut),          
        .dataPresent(dataPresent),  
        .halfFull(halfFull),        
        .full(full)                 
    );
end
else begin
    assign dataOut = decodedData;
end
initial begin
    rxDelay    = 'd0;
    rxD1       = 1'b0;
    rxClkCount = 'd0;
    shiftData  = 'd0;
    inCounter  = 'd0;
    shiftDone  = 1'b0;
    locked     = 1'b0;
end
assign rxClk = (rxClkCount == CLK_COUNT_CAPTURE);
always @(posedge clk) begin
    rxD1 <= rx;
    if ((rx ^ rxD1) || (rxClkCount == 'd0)) begin
        rxClkCount <= CLK_COUNT_INIT;
    end
    else begin
        rxClkCount <= rxClkCount - 2'd1;
    end
end
always @(posedge clk) begin
    rxDelay <= (rxDelay << 1) | rx;
    if (rxClk) begin
        shiftData <= {shiftData[2:10], rxDelay[RX_DELAY_LEN-1]};
    end
    if (rxEnable && ~locked 
        && ((shiftData == FILL_WORD_RD1) || (shiftData == FILL_WORD_RD0)))
    begin
        inCounter <= 'd0;
        shiftDone <= 1'b0;
        locked    <= 1'b1;
    end
    else if (rxEnable && locked && rxClk) begin
        inCounter <= inCounter + 2'd1;
        shiftDone <= 1'b0;
    end
    else if ((inCounter == 'd10)
        && !((shiftData == FILL_WORD_RD1) || (shiftData == FILL_WORD_RD0)))
    begin
        inCounter <= 'd0;
        shiftDone <= 1'b1;
    end
    else if (inCounter == 'd10) begin
        inCounter <= 'd0;
    end
    else if (~rxEnable) begin
        inCounter <= 'd0;
        shiftDone <= 1'b0;
        locked    <= 1'b0;
    end
    else begin
        inCounter <= inCounter;
        shiftDone <= 1'b0;
    end
end
assign errorDetect = error5b6b | error3b4b;
always @(posedge clk) begin
    if (rst) begin
        error5b6b <= 1'b0;
        error3b4b <= 1'b0;
        decodedData <= 'd0;
        writeStrobe <= 1'b0;
    end
    else begin
        if (shiftDone) begin
            writeStrobe <= 1'b1;
            error5b6b <= 1'b0;
            error3b4b <= 1'b0;
            case (shiftData[1:6])
                6'b100111 : decodedData[4:0] <= 5'b00000;
                6'b011000 : decodedData[4:0] <= 5'b00000;
                6'b011101 : decodedData[4:0] <= 5'b00001;
                6'b100010 : decodedData[4:0] <= 5'b00001;
                6'b101101 : decodedData[4:0] <= 5'b00010;
                6'b010010 : decodedData[4:0] <= 5'b00010;
                6'b110001 : decodedData[4:0] <= 5'b00011;
                6'b110101 : decodedData[4:0] <= 5'b00100;
                6'b001010 : decodedData[4:0] <= 5'b00100;
                6'b101001 : decodedData[4:0] <= 5'b00101;
                6'b011001 : decodedData[4:0] <= 5'b00110;
                6'b111000 : decodedData[4:0] <= 5'b00111;
                6'b000111 : decodedData[4:0] <= 5'b00111;
                6'b111001 : decodedData[4:0] <= 5'b01000;
                6'b000110 : decodedData[4:0] <= 5'b01000;
                6'b100101 : decodedData[4:0] <= 5'b01001;
                6'b010101 : decodedData[4:0] <= 5'b01010;
                6'b110100 : decodedData[4:0] <= 5'b01011;
                6'b001101 : decodedData[4:0] <= 5'b01100;
                6'b101100 : decodedData[4:0] <= 5'b01101;
                6'b011100 : decodedData[4:0] <= 5'b01110;
                6'b010111 : decodedData[4:0] <= 5'b01111;
                6'b101000 : decodedData[4:0] <= 5'b01111;
                6'b011011 : decodedData[4:0] <= 5'b10000;
                6'b100100 : decodedData[4:0] <= 5'b10000;
                6'b100011 : decodedData[4:0] <= 5'b10001;
                6'b010011 : decodedData[4:0] <= 5'b10010;
                6'b110010 : decodedData[4:0] <= 5'b10011;
                6'b001011 : decodedData[4:0] <= 5'b10100;
                6'b101010 : decodedData[4:0] <= 5'b10101;
                6'b011010 : decodedData[4:0] <= 5'b10110;
                6'b111010 : decodedData[4:0] <= 5'b10111;
                6'b000101 : decodedData[4:0] <= 5'b10111;
                6'b110011 : decodedData[4:0] <= 5'b11000;
                6'b001100 : decodedData[4:0] <= 5'b11000;
                6'b100110 : decodedData[4:0] <= 5'b11001;
                6'b010110 : decodedData[4:0] <= 5'b11010;
                6'b110110 : decodedData[4:0] <= 5'b11011;
                6'b001001 : decodedData[4:0] <= 5'b11011;
                6'b001110 : decodedData[4:0] <= 5'b11100;
                6'b101110 : decodedData[4:0] <= 5'b11101;
                6'b010001 : decodedData[4:0] <= 5'b11101;
                6'b011110 : decodedData[4:0] <= 5'b11110;
                6'b100001 : decodedData[4:0] <= 5'b11110;
                6'b101011 : decodedData[4:0] <= 5'b11111;
                6'b010100 : decodedData[4:0] <= 5'b11111;
                default   : begin decodedData[4:0] <= 5'b00000; error5b6b <= 1'b1; end
            endcase
            case (shiftData[7:10])
                4'b1011 : decodedData[7:5] <= 3'b000;
                4'b0100 : decodedData[7:5] <= 3'b000;
                4'b1001 : decodedData[7:5] <= 3'b001;
                4'b0101 : decodedData[7:5] <= 3'b010;
                4'b1100 : decodedData[7:5] <= 3'b011;
                4'b0011 : decodedData[7:5] <= 3'b011;
                4'b1101 : decodedData[7:5] <= 3'b100;
                4'b0010 : decodedData[7:5] <= 3'b100;
                4'b1010 : decodedData[7:5] <= 3'b101;
                4'b0110 : decodedData[7:5] <= 3'b110;
                4'b0111 : decodedData[7:5] <= 3'b111;
                4'b1110 : decodedData[7:5] <= 3'b111;
                4'b1000 : decodedData[7:5] <= 3'b111;
                4'b0001 : decodedData[7:5] <= 3'b111;
                default : begin decodedData[7:5] <= 3'b000; error3b4b <= 1'b1; end
            endcase
        end
        else begin
            writeStrobe <= 1'b0;
        end
    end
end
endmodule
```
**/design/flow/run.sh**
```bash
#!/bin/bash
# OpenROAD 26Q1-2900-gdf79404cd8, Yosys 0.63+post, stock flow scripts
make -C /OpenROAD-flow-scripts/flow DESIGN_CONFIG=/design/flow/config.mk WORK_HOME=/design/flow/orfs finish
```
==> Changelog: implementation <==
### Changed

- Hold Crit Class: flop to flop
- Vias: 4,682
- Post-synthesis cell count: 575
- Die Y-Extent: 139 um
- Cell-internal power: 1.44 mW
- Slew @ Worst Pin: 0.748 ns
- Maximum frequency from static timing analysis: 206 MHz
- Run status: finished, final reports clean
- Power Dens Cells: 228 nW/um^2
- Final number of max-transition violations: 0
- List of cells traversed by the critical path: ha_1, buf_4, nor3_1, nand2_1, nor2_1, a41oi_1, clkdlybuf4s50_1
- Maximum fanout along the worst path: 16
- Final critical-path required period: 4.86 ns
- Maximum single-stage delay on the critical path: 0.62 ns
- Final worst path period share: 55.3%
- Leak pwr: 2.74 nW
- Largest vdd supply drop: 0.000137 V
- Vias in the first global route: 4,576
- Endpoint arrival time on the critical path: 3.10 ns
- Drt wl/cell: 17.0 um
- Cell chosen for the clock root: clkbuf_16
- Post-Place Setup Slack: 4.37 ns
- Critical path start-end classification: flop to output port
- Cell total in the yosys stat output: 575
- Clock share of power: 38.6%
- Synthesis area per yosys: 7520 sq um
- Synth warn: 3
- Antenna Nets Post-Route: 0
- Clk latency of the worst-skew pair: 0.42 ns
- Final setup violation count: 0
- Buffers from clock root to sink, at most: 2
- Most frequent cells after synthesis: 138 x edfxtp_1, 41 x dfxtp_1, 37 x a21oi_1, 37 x nor2_1, 35 x o21ai_0
- Max-Cap Viols: 0
- Count of tool warnings: 32
- Count of H-tree levels built during CTS: 4
- Number of buffers added on ports: 16
- Seq share, synth: 66.0%
- Starting utilization of the core area: 41.3%
- Crit path required time: 7.04 ns
- I/O pins: 17
- Core ar.: 18,200 sq um
- DRC violation total after the first TritonRoute iteration: 427
- Part of the total power dissipated in combinational logic: 12.7%
- Worst path slowest cell: ha_1
- Crit. End Element: output port
- Clk sink count: 179
- Switching power share of the total: 24.6%
- Filler cell count: 1,506
- Mean post-synth cell area: 13.1 sq um
- Crit path launch type: flop
- Floorplan row count: 49
- Cell type with the largest total area after synthesis: edfxtp_1
- Routed wire length: 13.9 mm
- Dominant synthesized flop cell: edfxtp_1
- Slew Limit Headroom: 50.0%
- Post-place instance area: 7790 sq um
- Drt first pass iters: 22
- Final non-filler cell area: 8380 sq um
- Area added between synthesis and finish: 11.4%
- Worst Hold Margin: 0.327 ns
- Die W: 139 um
- DPL Wire Length: 8.32 mm
- Number of buffers added to fix hold violations after cts: 0
- Clock buffer count from CTS: 17
- Post CTS Setup Buffer Count: 0
- Share of total power in sequential cells: 48.7%
- Post-route setup TNS: 0 ns
- Area of the mapped netlist: 7520 sq um
- Aggregate global-route resource usage: 16.0%
- Area share of the largest cell type after synthesis: 55.1%
- Main area contributors: edfxtp_1 55%, dfxtp_1 11%, a21oi_1 2.5%
- Post-layout total power: 1.91 mW
- Reg clk slew, reported paths: 0.07 ns
- Skew final: 0.0119 ns
- Number of antenna violations at the first check in global routing: 0
- EDFF count, synth: 138
- Maximum number of pins on one net before global-route repair: 52
- Fraction of final layout cells sized beyond drive strength 1: 10.1%
- Sw Pwr: 0.469 mW
- Count of inserted antenna diode cells: 0
- Global-route wire length before repair: 23.6 mm
- Final std cells w/o fill: 821
- Unrepaired setup endpoints after global routing: no
- CTS tree: yes
- Number of storage elements in the synthesis netlist: 179
- DRC violations left: 0
- Gr ovfl total: 0
- Final core utilization: 46.0%
- Cts repair resizes: 0
- Placed Cells: 789
- Most common cell in the synthesized netlist: edfxtp_1
- Final tally of hold violations: 0
- Final worst-path setup slack: 3.94 ns
- Vias per cell: 5.70
- Placer Congestion: 0.870
- Area of the die: 19,300 sq um
- Async set or reset register ratio after synthesis: 0%
- Distinct lib cells: 70
==> logic make-up after synthesis <==
| group | share of synthesized area, % |
|---|---|
| compound gates | 15.6 |
| xor+xnor | 0.816 |
| fa+ha+maj | 1.96 |
| buf+inv | 4.23 |
| flops | 66.0 |
| mux | 1.98 |
| simple gates | 9.37 |
==> power by group through the flow <==
stage	Sequential [mW]	Combinational, mW	Clock [mW]
CTS	0.929	0.245	0.754
global route	0.932	0.269	0.791
finish	0.930	0.243	0.736
==> sequential cells by signal (all words and copies together) (netlist names) <==
| signal | flops |
|---|---|
| genblk1.txFifo.dataPresent | 1 |
| error5b6b | 1 |
| rxDelay | 16 |
| decodedData | 8 |
| shiftData | 10 |
| error3b4b | 1 |
| genblk1.txFifo.memory | 128 |
| inCounter | 4 |
| rxClkCount | 3 |
| locked | 1 |
| writeStrobe | 1 |
| genblk1.txFifo.pointer | 4 |
| shiftDone | 1 |
==> area by class of cell <==
| cell class | instances | area [sq um] | area share (%) |
|---|---|---|---|
| Clock inverter | 10 | 81.3 | 0.971 |
| Timing Repair Buffer | 25 | 228 | 2.72 |
| Tap cell | 229 | 287 | 3.42 |
| Inverter | 18 | 67.6 | 0.807 |
| Clock buffer | 22 | 508 | 6.07 |
| Multi-Input combinational cell | 338 | 2230 | 26.7 |
| Sequential cell | 179 | 4970 | 59.3 |
==> worst paths after layout <==
| kind | slack, ns | from | cells after the start | to |
|---|---|---|---|---|
| hold reg to reg | 0.33 | rxDelay[4] | 0 | rxDelay[5] |
| setup reg to reg | 6.55 | writeStrobe | 2 | genblk1.txFifo.memory[4][6] |
| setup / recovery | 3.94 | genblk1.txFifo.pointer[0] | 7 | dataOut[4] |
| hold / removal | 0.33 | rxDelay[4] | 0 | rxDelay[5] |
==> placed cells by master, fill, tap and decap left out, types with 5 or more instances in the layout <==
| cell type | count |
|---|---|
| clkbuf_16 | 20 |
| nor3_1 | 6 |
| clkdlybuf4s50_1 | 16 |
| buf_4 | 9 |
| a21oi_1 | 37 |
| a221oi_1 | 7 |
| xnor2_1 | 5 |
| nand2_1 | 30 |
| edfxtp_1 | 138 |
| inv_1 | 18 |
| mux2_2 | 5 |
| a222oi_1 | 13 |
| mux2i_1 | 7 |
| a22oi_1 | 16 |
| nor2_1 | 37 |
| dfxtp_1 | 39 |
| a311oi_1 | 8 |
| ha_1 | 11 |
| nand2b_1 | 12 |
| nand3_1 | 25 |
| o21ai_0 | 35 |
| a31oi_1 | 11 |
==> critical path, delay by kind of cell (launching register included) <==
kind | cells | cell delay (ns)
fa+ha+maj | 1 | 0.62
compound gates | 1 | 0.23
buf+inv | 2 | 0.86
simple gates | 3 | 0.57
flops | 1 | 0.39
==> layer usage <==
layer,part of all wire [%],vias to the layer above,GRT usage (%)
li1,-,2243,-
met1,48,2255,26.6
met2,44,173,22.2
met3,7.7,11,5.81
met4,1.0,0,1.87
met5,0,-,0
Power is estimated from default activity; no workload was simulated.
