File: design/flow/run.sh
#!/bin/bash
# OpenROAD 26Q1-2900-gdf79404cd8, Yosys 0.63+post, stock flow scripts
make -C /OpenROAD-flow-scripts/flow DESIGN_CONFIG=/design/flow/config.mk WORK_HOME=/design/flow/orfs finish
File: design/flow/config.mk
export PLATFORM = sky130hd
export DESIGN_NAME = XcvrSpiMaster
export DESIGN_NICKNAME = XcvrSpiMaster
export VERILOG_FILES = /design/flow/design.v
export SDC_FILE = /design/flow/constraint.sdc
export NUM_CORES = 4
export LEC_CHECK = 1
export CORE_UTILIZATION = 30
File: design/flow/constraint.sdc
current_design XcvrSpiMaster

set clk_period 5.1
set clk_io_pct 0.2

create_clock -name clk0 -period $clk_period [get_ports {clk}]

set non_clock_inputs [all_inputs -no_clocks]
set_input_delay [expr $clk_period * $clk_io_pct] -clock clk0 $non_clock_inputs
set_output_delay [expr $clk_period * $clk_io_pct] -clock clk0 [all_outputs]
File: design/flow/design.v
module Fifo #(
    parameter WIDTH      = 8,  
    parameter LOG2_DEPTH = 4   
)
(
    input clk,                        
    input rst,                        
    input write,                      
    input read,                       
    input [WIDTH-1:0] dataIn,         
    output wire [WIDTH-1:0] dataOut,  
    output reg dataPresent,           
    output wire halfFull,             
    output wire full                  
);
reg [WIDTH-1:0] memory[2**LOG2_DEPTH-1:0];
reg [LOG2_DEPTH-1:0] pointer;
wire zero;
integer i;
initial begin
    pointer     = 'd0;
    dataPresent = 1'b0;
    for (i=0; i<(2**LOG2_DEPTH); i=i+1) begin
        memory[i] = 'd0;
    end
end
always @(posedge clk) begin
    if (write) begin
        memory[0] <= dataIn;
        for (i=1; i<(2**LOG2_DEPTH); i=i+1) begin
            memory[i] <= memory[i-1];
        end
    end
end
assign dataOut = memory[pointer];
always @(posedge clk) begin
    if (rst) begin
        pointer <= 'd0;
        dataPresent <= 1'b0;
    end
    else begin
        dataPresent <= write 
                     | (dataPresent & ~zero)
                     | (dataPresent &  zero & ~read);
        case ({read, write})
            2'b00 : pointer <= pointer;
            2'b01 : pointer <= (!full && dataPresent) ? pointer + 2'd1 : pointer;
            2'b10 : pointer <= (!zero)  ? pointer - 2'd1 : pointer;
            2'b11 : pointer <= pointer;
        endcase
    end
end
assign zero = ~|pointer;
assign halfFull = pointer[LOG2_DEPTH-1];  
assign full = &pointer;
endmodule
module XcvrSpiMaster #(
    parameter LOG2_DEPTH = 4
)
(
    input  clk,                 
    input  rst,                 
    input  spiStrobe,           
    input  [7:0] dataIn,        
    input  write,               
    input  read,                
    input  cpol,                
    input  cpha,                
    input  miso,                
    output wire mosi,           
    output wire sck,            
    output reg  nCs,            
    output wire txDataPresent,  
    output wire txHalfFull,     
    output wire txFull,         
    output wire rxDataPresent,  
    output wire rxHalfFull,     
    output wire rxFull,         
    output wire [7:0] dataOut   
);
wire [7:0] txData;
wire [7:0] rxData;
wire sckInternal;
reg [7:0] dataInReg;
reg [7:0] dataOutReg;
reg [7:0] shiftReg;
reg [4:0] state;
reg busy;
reg dataOutReady;
reg misoCapture;
reg rxWrite;
reg txRead;
if (LOG2_DEPTH > 0) begin
    Fifo #(
        .WIDTH(8),               
        .LOG2_DEPTH(LOG2_DEPTH)  
    )
    txFifo (
        .clk(clk),                    
        .rst(rst),                    
        .write(write),                
        .read(txRead),                
        .dataIn(dataIn),              
        .dataOut(txData),             
        .dataPresent(txDataPresent),  
        .halfFull(txHalfFull),        
        .full(txFull)                 
    );
    initial begin  
        dataInReg = 8'd0;
        busy = 1'b0;
    end
end
else begin
    assign txData        = dataInReg;
    assign txDataPresent = busy;
    assign txHalfFull    = busy;
    assign txFull        = busy;
    always @(posedge clk) begin
        if (write) begin
            dataInReg <= dataIn;
        end
        busy <= busy ? (~txRead & busy) : write;
    end
end
if (LOG2_DEPTH > 0) begin
    Fifo #(
        .WIDTH(8),               
        .LOG2_DEPTH(LOG2_DEPTH)  
    )
    rxFifo (
        .clk(clk),                    
        .rst(rst),                    
        .write(rxWrite),              
        .read(read),                  
        .dataIn(rxData),              
        .dataOut(dataOut),            
        .dataPresent(rxDataPresent),  
        .halfFull(rxHalfFull),        
        .full(rxFull)                 
    );
    initial begin  
        dataInReg = 8'd0;
        dataOutReady = 1'b0;
    end
end
else begin
    assign dataOut       = dataOutReg;
    assign rxDataPresent = dataOutReady;
    assign rxHalfFull    = dataOutReady;
    assign rxFull        = dataOutReady;
    always @(posedge clk) begin
        if (rxWrite) begin
            dataOutReg <= rxData;
        end
        dataOutReady <= dataOutReady ? (dataOutReady & ~read) : rxWrite;
    end
end
assign sck = (~nCs & ~state[4] & state[0]) ^ cpol;  
assign mosi = shiftReg[7];  
initial begin
        busy         = 1'b0;
        dataOutReady = 1'b0;
        dataOutReg   = 'd0;
        nCs          = 1'b1;
        state        = 'd0;
        shiftReg     = 'd0;
        txRead       = 1'b0;
        rxWrite      = 1'b0;
        misoCapture  = 1'b0;
end
assign rxData = {shiftReg[6:0], misoCapture};
assign sckInternal = ~state[4] & (state[0] ^ cpha);
always @(posedge clk) begin
    if (rst) begin
        nCs         <= 1'b1;
        state       <= 5'd17;
        shiftReg    <= 'd0;
        txRead      <= 1'b0;
        rxWrite     <= 1'b0;
        misoCapture <= 1'b0;
    end
    else begin
        if (spiStrobe) begin
            case (state)
                5'd16 : begin
                    rxWrite <= 1'b1;
                    if (txDataPresent) begin
                        txRead <= 1'b1;
                    end
                end
                default : begin
                    rxWrite <= 1'b0;
                    txRead <= 1'b0;
                end
            endcase
            if (state == 5'd17 && txDataPresent) begin
                state <= 'd0;
            end
            else if (state != 5'd17) begin
                state <= state + 2'd1;
            end
            nCs <= state[4];
            if (~state[4] & state[0]) begin
                shiftReg <= {shiftReg[6:0], misoCapture};
            end
            else if (state[4]) begin
                shiftReg <= txData;
            end
            else
            begin
                shiftReg <= shiftReg;
            end
            misoCapture <= (~state[4] & ~state[0]) ? miso : misoCapture;
        end
        else begin
            rxWrite <= 1'b0;
            txRead <= 1'b0;
        end
    end
end
endmodule
==> ci_impl_report.md <==
### Yosys + OpenROAD results

| Metric | Value |
|---|---|
| Outcome | complete, no violations |
| Basic Gates by Area | 5.591% |
| Mux share of post-synthesis cell area | roughly 2.5% |
| Final Hold Fails | 0 |
| Async set or reset register ratio after synthesis | 0% |
| RSZ-0062 raised after global routing | false |
| Row cnt | 70 |
| Ys flops | 283 |
| Hpwl dp | 13880 µm |
| Critical Path Source Type | register |
| Worst-Margin Slew | 950.8 ps |
| LEAKAGE | 4.064 nW |
| Via Count | ~6700 |
| CP max-delay cell | ha_1 |
| Htree depth | 1 |
| Max-slew violation count | 0 |
| Layout Skew | approximately 13 ps |
| Final setup margin | 687.0 ps |
| Netlist Area Pre-Place | between 10000 and 15000 µm² |
| Maximum clock path buffer count | 3 |
| Crit end category | primary output |
| Chip Height | 196.7 µm |
| Fmax | 0.2266 GHz |
| Hold WS | 443.0 ps |
| Path category of the worst min-delay check | register to register |
| Die X | 196.7 µm |
| DRC Markers | 0 |
| CTS tree | yes |
| Core footprint | 36960 µm² |
| Aoi share | between 10 and 15% |
| Clk ins delay skew pair | about 530 ps |
| Largest net degree at the start of global routing | 67 |
| Post CTS Setup Buffer Count | 0 |
| Setup TNS | 0 ps |
| IO Pins | 33 |
| N_diodes | 0 |
| Crit path kind | register to primary output |
| Synth Flop Type | edfxtp_1 |
| Slew Limit Headroom | 36.49% |
| Unique cell types | 62 |
| Detailed Route Iter0 Violations | 462 |
| Synthesized instance count | 751 |
| Register area share after synthesis | 72.38% |
| Ys Warns | 3 |
| # resized after CTS | 0 |
| Pre-Place Util | 30.76% |
| Placer Congestion | 0.8110 |
| Min Tclk post-route | ~4400 ps |
| Peak fanout along the critical path | 19 |
| Place WS | 1266 ps |
| Power per cell area | 392.0 nW/µm² |
| Antenna viol nets, final | 0 |
| Worst VDD drop | 240.5 µV |
| Area growth syn-to-layout | 13.90% |
| Most instantiated logic cell after routing | edfxtp_1 |
| Top logic family | AND-OR/OR-AND gates |
| Total Routed Length | between 20000 and 25000 µm |
| Flip-flops with a built-in enable | 256 |
| Yosys Instances | 751 |
| Total grt overflow | 0 |
| Via-to-Cell Ratio | 5.173 |
| Avg Cell Area, Syn | 15.14 µm² |
| CP arrival | around 3400 ps |
| Count of final setup violators | 0 |
| CP Cell Sequence | inv_1 > ha_1 > buf_4 > a222oi_1 > mux4_2 > a21oi_1 > clkdlybuf4s50_1 |
| Post-DR wirelength/cell | roughly 18 µm |
| Vias in the first global route | 6683 |
| Hold buffer count at cts | 0 |
| Tool warnings | 38 |
| Slack of the worst reg-to-reg path | 2750 ps |
| Worst endpoint required time | 4080 ps |
| Period utilization | 86.53% |
| Drt first pass iters | 7 |
| CTS Buf Count | 26 |
| Yosys synthesis chip area | 11370 µm² |
| Clock Sinks | 283 |
| Gr usage total | about an eighth |
| # port buffers | 31 |
| Final core occ | a little over a third |
| First-pass GRT wire length | 37470 µm |
| Clk root buf | clkbuf_16 |
| Adder Share, Synth | 1.871% |
| Initial antenna violation count | 1 |
| Layout cells sized above 1 | 8.091% |
| Xor/xnor share | 0.3082% |
| Clock-pin slew on the worst setup and hold paths | 60 ps |
| Top Layout Cells | edfxtp_1 (256), a21oi_1 (35), a22oi_1 (33), nand2_1 (32) |
| CP max stage delay | 720 ps |
| Max-cap check violation count | 0 |
| Die area | slightly below 40000 µm² |
[cells in the mapped netlist, types with 7 or more instances]
master	number	area [µm²]
buf_2	15	75.07
edfxtp_1	256	7687
buf_1	7	26.28
a221oi_1	17	148.9
clkbuf_1	25	93.84
nand3_1	18	90.09
dfxtp_1	27	540.5
a31oi_1	15	93.84
a21oi_1	35	175.2
a211oi_1	17	127.6
ha_1	17	212.7
mux2i_1	17	170.2
inv_1	16	60.06
mux2_2	8	90.09
nand2b_1	7	43.79
a22oi_1	33	247.7
nand2_1	32	120.1
a222oi_1	10	100.1
o22ai_1	8	50.05
nor2_1	30	112.6
o21ai_0	19	95.09
a22o_1	17	148.9
[power breakdown]
group	total [W]	leakage [nW]	internal, W	switching [W]
clock	0.00175	0.359	0.000956	0.000799
sequential	0.00273	2.63	0.00265	0.0000795
combinational	0.000593	1.07	0.000249	0.000343
[stage by stage]
stage                     cells  power, W  area (µm²)
after detailed placement   1252  0.003370       12210
final                      1295  0.005076       12950
after CTS                  1295  0.005126       12950
after global routing       1295  0.005282       12950
after global placement     1252  0.003367       12210
after floorplan             751  0.003107       11370
[metal layers]
metal | vias to the layer above | GRT usage (%) | routed length [µm]
met4 | 0 | 1.723 | 317
met2 | 275 | 18.52 | 10170
met1 | 3300 | 20.27 | 11010
met3 | 30 | 5.186 | 2258
li1 | 3094 | - | -
met5 | - | 0 | 0
[logic make-up after synthesis]
family                   after synthesis
AND-OR/OR-AND                        227
XOR/XNOR                               4
adder cells (fa/ha/maj)               17
buffers and inverters                 68
flip-flops                           283
multiplexers                          26
AND/OR/NAND/NOR                      126
[cell type report]
cell class / count / area (µm²)
clock buffer: 33 / 698.2
fill: 3555 / 24010
clock inverter: 10 / 43.79
multi-input combinational: 400 / 2844
inverter: 17 / 63.81
sequential: 283 / 8233
tap: 504 / 630.6
timing repair buffer: 48 / 435.4
[flip-flops by register name, indices dropped and copies added (netlist names)]
name,cells
txRead,1
misoCapture,1
genblk1.txFifo.memory,128
genblk1.txFifo.dataPresent,1
nCs,1
genblk1.txFifo.pointer,4
shiftReg,8
genblk2.rxFifo.dataPresent,1
rxWrite,1
genblk2.rxFifo.pointer,4
genblk2.rxFifo.memory,128
state,5
[path summary, 6_finish.rpt]
kind              depth (start not counted)                   startpoint                     endpoint
setup / recovery                          7    genblk2.rxFifo.pointer[0]                   dataOut[0]
hold / removal                            0  genblk1.txFifo.memory[4][7]  genblk1.txFifo.memory[5][7]
setup reg to reg                          5    genblk1.txFifo.pointer[3]                  shiftReg[5]
hold reg to reg                           0  genblk1.txFifo.memory[4][7]  genblk1.txFifo.memory[5][7]
[critical path: cells and delay by family, from the launching register on]
kind	cells	cell delay, ps
buffers and inverters	3	1030
DFF	1	350
adders and majority gates	1	720
muxes	1	470
AOI/OAI and AO/OA	2	290
Power is estimated from default activity; no workload was simulated.
